==> flow/design.v <==
module shift_register(input PCLK,PRESET_n,ss_i,send_data_i,lsbfe_i,cpha_i,cpol_i,
		      input miso_receive_sclk_o,miso_receive_sclk0_o,
		      input mosi_send_sclk_o,mosi_send_sclk0_o,
		      input [7:0]data_mosi_i,
		      input miso_i,receive_data_i,
		      output reg mosi_o,
		      output reg[7:0]data_miso_o);
reg[7:0] shift_register,temp_reg;
reg [2:0]count,count1,count2,count3;
always@(posedge PCLK or negedge PRESET_n)
begin
       if(!PRESET_n)
	       shift_register<=8'd0;
       else
       begin
	       if(send_data_i)
		        shift_register<=data_mosi_i;
			else
				 shift_register<=shift_register;
	end
end
always@(posedge PCLK or negedge PRESET_n)
begin
	if(!PRESET_n)
		data_miso_o <=8'd0;
	else
	begin 
		if(receive_data_i)
			data_miso_o<=temp_reg;
		else
			data_miso_o <=data_miso_o;
	end
end
always@(posedge PCLK or negedge PRESET_n)
begin
	if(!PRESET_n)
	begin
		mosi_o<=1'b0;
		count<=8'h00;
		count1<=8'h07;
	end
	else
		if(!ss_i)
		begin
			if((!cpha_i&&cpol_i)||(!cpol_i&&cpha_i))
			begin
				if(lsbfe_i)
				begin
					if(count<=3'd7)
					begin
						if(mosi_send_sclk0_o)
						begin
							mosi_o<=shift_register[count];
							count<=count+1'b1;
						end
					else
						count<=count;
					end
				end
				else
				begin
					if(count1>=3'd0)
					begin
						if(mosi_send_sclk0_o)
						begin
							mosi_o<=shift_register[count1];
							count1<=count1-1'b1;
						end
					else
						count1<=3'd7;
					end	
				end
			end
			else
			begin
				if(lsbfe_i)
				begin
					if(count<=3'd7)
					begin
						if(mosi_send_sclk_o)
						begin
							mosi_o<=shift_register[count];
							count<=count+1'b1;
						end
					else
						count<=count;
					end
				end
				else
				begin
					if(count1>=3'd0)
					begin
						if(mosi_send_sclk_o)
						begin
							mosi_o<=shift_register[count1];
							count1<=count1-1'b1;
						end
					else
						count1<=3'd7;
					end
				end	
			end
		end
	end
always@(posedge PCLK or negedge PRESET_n)
begin
	if(!PRESET_n)
	begin
		count2<=8'h00;
		count3<=8'h07;
		temp_reg<=8'd0;
	end
	else
		if(!ss_i)
		begin
			if((!cpha_i&&cpol_i)||(!cpol_i&&cpha_i))
			begin
				if(lsbfe_i)
				begin
					if(count2<=3'd7)
					begin
						if(miso_receive_sclk0_o)
						begin
							temp_reg[count2]<=miso_i;
							count2<=count2+1'b1;
						end
						else
							count2<=count2;
					end
				end
				else
				begin
					if(count3>=3'd0)
					begin
						if(miso_receive_sclk0_o)
						begin
							temp_reg[count3]<=miso_i;
							count3<=count3-1'b1;
						end
						else
							count3<=count3;
					end	
				end
			end
			else
			begin
				if(lsbfe_i)
				begin
					if(count2<=3'd7)
					begin
						if(miso_receive_sclk_o)
						begin
							temp_reg[count2]<=miso_i;
							count2<=count2+1'b1;
						end
						else
							count2<=count2;
					end
				end
				else
				begin
					if(count3>=3'd0)
					begin
						if(miso_receive_sclk_o)
						begin
							temp_reg[count3]<=miso_i;
							count3<=count3-1'b1;
						end
						else
							count3<=count3;
					end
				end	
			end
		end
	end
endmodule
==> flow/run.sh <==
#!/bin/bash
# OpenROAD 26Q1-2900-gdf79404cd8, Yosys 0.63+post, stock flow scripts
make -C /OpenROAD-flow-scripts/flow DESIGN_CONFIG=/design/flow/config.mk WORK_HOME=/design/flow/orfs finish
==> flow/config.mk <==
export PLATFORM = sky130hd
export DESIGN_NAME = shift_register
export DESIGN_NICKNAME = shift_register
export VERILOG_FILES = /design/flow/design.v
export SDC_FILE = /design/flow/constraint.sdc
export NUM_CORES = 4
export LEC_CHECK = 1
export CORE_UTILIZATION = 40
==> flow/constraint.sdc <==
current_design shift_register

set clk_period 3.1
set clk_io_pct 0.2

create_clock -name clk0 -period $clk_period [get_ports {PCLK}]

set non_clock_inputs [all_inputs -no_clocks]
set_input_delay [expr $clk_period * $clk_io_pct] -clock clk0 $non_clock_inputs
set_output_delay [expr $clk_period * $clk_io_pct] -clock clk0 [all_outputs]
==> run summary <==
run results: vias per cell=just over 5, area of the core=~5200 um^2, CTS sink cnt=37, FP Rows=26, count of flip-flops with a built-in enable after synthesis=0, Worst EP required=~3.3 ns, wire length of the first global-routing pass=around 7100 um, aggregate global routing overflow=0, Worst R2R Path Depth=7, proportion of power drawn by flip-flops and latches=39.1%, number of levels in the clock H-tree=2, Period minus WS final=approximately 2.3 ns, count of buffers added by post-CTS timing repair for setup=0, proportion of power drawn by combinational gates=about two fifths, number of global-route vias before repair=~1500, final antenna diode count=0, register-to-register setup slack=approximately 0.79 ns, area figure in the yosys stat output=2180 um^2, placed cell areas=about 2500 um^2, Worst Tran Pin Value=approximately 0.6 ns, DRC errors left=0, Unique cell types=43, worst ir drop on vdd=0.431 mV, footprint of the flip-flops and latches=slightly above 900 um^2, total of warnings raised by yosys=1, die height=between 70 and 80 um, proportion of register bits with asynchronous set or reset after synthesis=100%, total cells reported by yosys after synthesis=approximately 200, number of hold buffers added after CTS=0, floorplan core density=between 40% and 50%, final weighted congestion in routability-driven placement=about 0.84, wire length per cell after detailed routing=around 13 um, power density over the cells=~840 nW/um^2, remaining antenna violation count after routing=0, clock tree from TritonCTS=yes, final design instance area without fill=approximately 2600 um^2, total length of routed wires=around 4000 um, part of the total power dissipated in the clock network=approximately a fifth, clock slew seen by the registers of the worst setup and hold paths=about 0.070 ns, register area share after synthesis=42.9%, post-synthesis instance area=~2200 um^2, number of non-filler instances in the completed layout=a little over 300, slew margin rel.=60.0%, net switching power of the design=roughly 0.00078 W, start of the worst register-to-register path=count3[0], root cell of the clock tree=sky130_fd_sc_hd__clkbuf_8, antenna violations before repair=0, Final HPWL DP=roughly 2900 um, achievable frequency=~0.43 GHz, arrival time worst endpoint=around 2.5 ns, Crit Reg-Reg Endpoint=temp_reg[2], count of port buffers added during placement=29, drt first-iter violations=~97, flip-flop and latch count after synthesis=37, count of vias placed by the detailed router=about 1600, MI comb area=approximately 1200 um^2, Final Power=0.00221 W, Clock Skews=0.00566 ns, type of the setup path with the least slack=reg -> reg, result of the run=finished clean, CP Launch Type=register, Final Setup Violations=0, maximum number of pins on one net before global-route repair=38, total of max-cap violations=0, RSZ-0062 raised after global routing=no, TritonCTS Buffers=5, top-level I/O count=30, OpenROAD warning count=30, overall die area=around 5700 um^2, CP endpoint kind=register, Worst Path Max Fanout=8, setup TNS after final layout=0 ns, clk buf depth=2, Pre-Repair DR Iteration Count=4, final hold violation count=0, internal power of the cells=approximately 0.0014 W, Synth Instances=around 200, global-route usage over all layers=~17%, fraction of layout cells with a size suffix above 1=a little under a fifth, Tightest Hold Check Type=in -> async, static leakage=about 1.1 nW, Main synth FF type=sky130_fd_sc_hd__dfrtp_1, Resized Gates After CTS=0, synth-to-layout area growth=21.2%, number of filler cells placed in the layout=about 460, insertion delay at the late pin of the worst-skew pair=between 0.2 and 0.3 ns, period utilisation layout=74.5%, Final Max Slew Viols=0, switching power as a share of total power=between 30% and 40%, Avg Cell Area, Syn=roughly 11 um^2, utilization after layout=roughly half, chip width=around 76 um, placed insts=between 200 and 300
-- how the worst max path moves through the flow --
stage	slack, ns	end	start	cells past startpoint
4_1_cts	0.77	temp_reg[2]	count3[0]	7
5_1_grt	0.58	temp_reg[2]	count3[0]	7
6_report	0.79	temp_reg[2]	count3[0]	7
-- critical path, stage by stage (launching register included) --
cell                        delay (ns)
sky130_fd_sc_hd__dfstp_2          0.59
sky130_fd_sc_hd__inv_1            0.08
sky130_fd_sc_hd__ha_1             0.30
sky130_fd_sc_hd__or3b_1           0.42
sky130_fd_sc_hd__a2111oi_0        0.48
sky130_fd_sc_hd__a21oi_1          0.07
sky130_fd_sc_hd__o21ai_0          0.16
sky130_fd_sc_hd__o21ai_1          0.08
-- power by group through the flow --
stage	combinational [W]	sequential, W	clock [W]
CTS	0.000924	0.000871	0.000447
global route	0.00105	0.000903	0.000467
finish	0.000916	0.000866	0.000432
-- cells by family after synthesis --
logic type,share of synthesized area [%]
simple gates,12.9
xor+xnor,3.97
compound gates,15.1
mux,15.2
fa+ha+maj,6.33
buf+inv,3.68
flops,42.9
-- layout by cell type, fill, tap and decap left out, types with 2 or more instances in the layout --
cell type / instances
sky130_fd_sc_hd__nor3b_1: 3
sky130_fd_sc_hd__buf_4: 3
sky130_fd_sc_hd__nand2b_1: 5
sky130_fd_sc_hd__nand2_1: 19
sky130_fd_sc_hd__a221oi_1: 4
sky130_fd_sc_hd__o21ai_0: 6
sky130_fd_sc_hd__clkdlybuf4s50_1: 28
sky130_fd_sc_hd__xnor2_1: 5
sky130_fd_sc_hd__clkbuf_8: 6
sky130_fd_sc_hd__a211oi_1: 2
sky130_fd_sc_hd__nor3_1: 4
sky130_fd_sc_hd__a31oi_1: 2
sky130_fd_sc_hd__nor2_1: 12
sky130_fd_sc_hd__o21a_1: 2
sky130_fd_sc_hd__nor2b_1: 4
sky130_fd_sc_hd__a32oi_1: 2
sky130_fd_sc_hd__o22a_1: 2
sky130_fd_sc_hd__a21o_1: 4
sky130_fd_sc_hd__and3_1: 3
sky130_fd_sc_hd__dfstp_2: 6
sky130_fd_sc_hd__a21oi_1: 8
sky130_fd_sc_hd__xor2_1: 3
sky130_fd_sc_hd__inv_1: 8
sky130_fd_sc_hd__dfrtp_1: 31
sky130_fd_sc_hd__mux2_2: 21
sky130_fd_sc_hd__ha_1: 11
sky130_fd_sc_hd__a22oi_1: 5
sky130_fd_sc_hd__mux2i_1: 6
sky130_fd_sc_hd__o21ai_1: 2
sky130_fd_sc_hd__a211oi_2: 2
-- through the flow --
| stage | setup slack, ns | hold slack, ns |
|---|---|---|
| floorplan | 1.01 | 0.324 |
| global placement | 0.573 | 0.468 |
| detailed placement | 0.543 | 0.478 |
| CTS | 0.774 | 0.391 |
| global route | 0.579 | 0.424 |
| finish | 0.789 | 0.369 |
-- final cells by class --
class | count | share of cell area (%)
Multi-Input combinational cell | 149 | 44.1
Clock inverter | 1 | 1.14
Tap cell | 70 | 3.32
Sequential cell | 37 | 35.4
Inverter | 8 | 1.14
Clock buffer | 7 | 3.27
Timing Repair Buffer | 32 | 11.7
-- layer usage --
| layer | part of all wire (%) | vias up | track usage, % |
|---|---|---|---|
| met5 | 0 | - | 0 |
| met4 | 0.90 | 0 | 1.85 |
| met3 | 4.1 | 4 | 3.75 |
| met2 | 47 | 29 | 27.4 |
| met1 | 48 | 750 | 24.0 |
| li1 | - | 789 | - |
-- Yosys cell counts, types with 2 or more instances --
| cell | n | area [um^2] |
|---|---|---|
| sky130_fd_sc_hd__a21o_1 | 4 | 30.0 |
| sky130_fd_sc_hd__xnor2_1 | 5 | 43.8 |
| sky130_fd_sc_hd__a211oi_1 | 2 | 15.0 |
| sky130_fd_sc_hd__clkbuf_1 | 3 | 11.3 |
| sky130_fd_sc_hd__o21ai_1 | 2 | 10.0 |
| sky130_fd_sc_hd__a22oi_1 | 5 | 37.5 |
| sky130_fd_sc_hd__and3_1 | 3 | 18.8 |
| sky130_fd_sc_hd__a32oi_1 | 2 | 17.5 |
| sky130_fd_sc_hd__mux2i_1 | 6 | 60.1 |
| sky130_fd_sc_hd__nand2_1 | 19 | 71.3 |
| sky130_fd_sc_hd__dfstp_2 | 6 | 158 |
| sky130_fd_sc_hd__a21oi_1 | 8 | 40.0 |
| sky130_fd_sc_hd__nor2b_1 | 4 | 25.0 |
| sky130_fd_sc_hd__ha_1 | 11 | 138 |
| sky130_fd_sc_hd__xor2_1 | 3 | 26.3 |
| sky130_fd_sc_hd__buf_1 | 2 | 7.51 |
| sky130_fd_sc_hd__a211oi_2 | 2 | 25.0 |
| sky130_fd_sc_hd__o22a_1 | 2 | 17.5 |
| sky130_fd_sc_hd__o21ai_0 | 6 | 30.0 |
| sky130_fd_sc_hd__nor3b_1 | 3 | 22.5 |
| sky130_fd_sc_hd__a31oi_1 | 2 | 12.5 |
| sky130_fd_sc_hd__mux2_2 | 21 | 236 |
| sky130_fd_sc_hd__inv_1 | 8 | 30.0 |
| sky130_fd_sc_hd__buf_2 | 4 | 20.0 |
| sky130_fd_sc_hd__nor3_1 | 4 | 20.0 |
| sky130_fd_sc_hd__a221oi_1 | 4 | 35.0 |
| sky130_fd_sc_hd__nand2b_1 | 5 | 31.3 |
| sky130_fd_sc_hd__o21a_1 | 2 | 15.0 |
| sky130_fd_sc_hd__dfrtp_1 | 31 | 776 |
| sky130_fd_sc_hd__nor2_1 | 12 | 45.0 |
No activity file was given, so power comes from the tool's default toggle rates.
