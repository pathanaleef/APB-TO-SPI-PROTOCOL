### ./design.v
module APB_slave_interface(input PCLK,PRESET_n,
			   input [2:0]PADDR_i,
			   input PWRITE_i,PSEL_i,PENABLE_i,
			   input [7:0]PWDATA_i,miso_data_i,
			   input ss_i,receive_data_i,tip_i,
			   output reg [7:0]PRDATA_o,
			   output mstr_o,cpol_o,cpha_o,lsbfe_o,spiswai_o,
			   output [2:0]sppr_o,spr_o,
			   output reg spi_interrupt_request_o,
			   output PREADY_o,PSLVERR_o,
			   output reg send_data_o,
		   output reg [7:0] mosi_data_o,
			   output reg [1:0] spi_mode_o);
parameter SPI_APB_DATA_WIDTH=8,
	  SPI_REG_WIDTH=8,
	  SPI_APB_ADDR_WIDTH=3;
	  wire [7:0]cr2_mask,br_mask;
  	  assign cr2_mask=8'b00011011;
	  assign  br_mask=8'b01110111;
reg[7:0] SPI_CR_1,SPI_CR_2,SPI_BR,SPI_DR;
reg sample_recieve; 
wire SPI_SR;
wire spif,sptef,modf,modfen,spe;
wire wr_enb,rd_enb;
localparam IDLE=2'b00,
	   SETUP=2'b01,
	   ENABLE=2'b10;
reg[1:0]pre_state,next_state;
always@(posedge PCLK or negedge PRESET_n)
begin
	if(!PRESET_n)
		pre_state<=IDLE;
	else
		pre_state<=next_state;
end
always@(posedge PCLK or negedge PRESET_n)
begin
	if(!PRESET_n)
		sample_recieve<=1'b0;
	else
		sample_recieve<=receive_data_i;
end
always@(*)
begin
	case(pre_state)
		IDLE:begin
			if(PSEL_i && !PENABLE_i)
				next_state=SETUP;
			else
				next_state=IDLE;
		end
		SETUP:begin
			if(PSEL_i && !PENABLE_i)
				next_state=SETUP;
			else if (PSEL_i && PENABLE_i)
				next_state=ENABLE;
			else
				next_state=IDLE;
		end
		ENABLE:begin
			if(PSEL_i)
				next_state=SETUP;
			else
				next_state=IDLE;
		end
		default:next_state=IDLE;
	endcase
end
assign PREADY_o=(pre_state==ENABLE)? 1'b1:1'b0;
assign PSLVERR_o=(pre_state==ENABLE && tip_i)? 1'b1:1'b0;
assign wr_enb=(PWRITE_i && (pre_state==ENABLE))?1'b1:1'b0;
assign rd_enb=((!PWRITE_i) && (pre_state==ENABLE))?1'b1:1'b0;
localparam spi_run=2'b00,
	   spi_wait=2'b01,
	   spi_stop=2'b10;
reg[1:0]next_state2;
always@(posedge PCLK or negedge PRESET_n)
begin
	if(!PRESET_n)
		spi_mode_o<=spi_run;
	else
		spi_mode_o<=next_state2;
end
always@(*)
begin
	case(spi_mode_o)
		spi_run: begin
			if(!spe)
				next_state2=spi_wait;
			else
				next_state2=spi_run;
		end
		spi_wait: begin
			if(spe)
				next_state2=spi_run;
			else if(spiswai_o)
				next_state2=spi_stop;
			else
				next_state2=spi_wait;
		end
		spi_stop: begin
			if(spe)
				next_state2=spi_run;
			else if(!spiswai_o)
				next_state2=spi_wait;
			else
				next_state2=spi_stop;
		end
		default:next_state2=spi_run;
	endcase
end
always@(posedge PCLK or negedge PRESET_n)
begin
	if(!PRESET_n)
		SPI_CR_1<=8'h04;
	else
		begin
			if(wr_enb)
			begin
				if(PADDR_i==3'b000)
					SPI_CR_1<=PWDATA_i;
				else
					SPI_CR_1<=SPI_CR_1;
			end
			else begin
			    SPI_CR_1 <= SPI_CR_1;
				end
		end
end
always@(posedge PCLK or negedge PRESET_n)
begin
	if(!PRESET_n)
		SPI_CR_2<=8'h00;
	else
	begin
		if(wr_enb)
		begin
			if(PADDR_i==3'b001)
				SPI_CR_2<= PWDATA_i & cr2_mask ;
			else
				SPI_CR_2<=SPI_CR_2;
		end
		else
		      SPI_CR_2 <= SPI_CR_2;
	end
end
always@(posedge PCLK or negedge PRESET_n)
begin
	if(!PRESET_n)
		SPI_BR<=8'h00;
	else
	begin
		if(wr_enb)
		begin
			if(PADDR_i==3'b010)
				SPI_BR<=(PWDATA_i &  br_mask);
			else
				SPI_BR<=SPI_BR;
		end
		else
			SPI_BR<=SPI_BR;
	end
end
always@(*)
begin
   PRDATA_o = 8'd0;
	if(rd_enb)
	begin
		case(PADDR_i)
			3'b000:PRDATA_o = SPI_CR_1;
			3'b001:PRDATA_o = SPI_CR_2;
			3'b010:PRDATA_o = SPI_BR;
			3'b011:PRDATA_o = SPI_SR;
			3'b101:PRDATA_o = SPI_DR;
			default:PRDATA_o =8'd0;
		endcase
	end
	else
		PRDATA_o=8'd0;
end
assign {spie,spe,sptie,mstr_o,cpol_o,cpha_o,ssoe,lsbfe_o} = SPI_CR_1[7:0];
assign spiswai_o = SPI_CR_2[1];
assign modfen = SPI_CR_2[4];
assign sppr_o = SPI_BR[6:4];
assign spr_o = SPI_BR[2:0];
assign modf = (!ss_i && mstr_o && modfen && !ssoe)? 1'b1:1'b0;
assign sptef=(SPI_DR==8'b00000000) ?1'b1:1'b0;
assign spif=(SPI_DR==8'b00000000) ?1'b1:1'b0;
assign SPI_SR=(!PRESET_n)?{spif,1'b0,sptef,modf,4'b0}:8'b0010_0000;
always@(posedge PCLK or negedge PRESET_n)
begin
	if(!PRESET_n)
		send_data_o<=1'b0;
	else
	begin
		if(wr_enb)	
			send_data_o<=1'b0;
		else
		begin
		if((SPI_DR==PWDATA_i) && (SPI_DR!=miso_data_i) && ((spi_mode_o==spi_run)||(spi_mode_o==spi_wait)))
			send_data_o<=1'b1;
		else
			send_data_o<=1'b0;
		end
	end
end
always@(posedge PCLK or negedge PRESET_n)
begin
	if(!PRESET_n)
		mosi_data_o<=8'b0;
	else if ((SPI_DR==PWDATA_i) && (SPI_DR!=miso_data_i) && ((spi_mode_o==spi_run)||(spi_mode_o==spi_wait)))
		mosi_data_o<=SPI_DR;
	else
		mosi_data_o<=mosi_data_o;
end
always@(posedge PCLK or negedge PRESET_n)
begin
	if(!PRESET_n)
		SPI_DR<=8'b0;
	else
	begin
		if(wr_enb)
		begin
			if(PADDR_i==3'b101)
				SPI_DR<=PWDATA_i;
			else
				SPI_DR<=SPI_DR;
		end
		else
		begin
			if(((SPI_DR==PWDATA_i) && (SPI_DR!=miso_data_i) && ((spi_mode_o==spi_run)||(spi_mode_o==spi_wait))))
				begin
					SPI_DR<=8'd0;
				end
				else if(sample_recieve && ((spi_mode_o==spi_run) || (spi_mode_o==spi_wait)))
					SPI_DR<=miso_data_i;
		 		else
					SPI_DR<=SPI_DR;
			end
	end
end
always@(*)
begin
	if(spie && sptie)
		spi_interrupt_request_o=1'b0;
	else
	begin
		if(!sptie && spie)
			spi_interrupt_request_o=spif || sptie;
		else
		begin
			if(!spie && sptie)
				spi_interrupt_request_o=sptef;
			else
				spi_interrupt_request_o=spif || modf || sptef;
		end
	end
end
endmodule
### ./run.sh
#!/bin/bash
# OpenROAD 26Q1-2900-gdf79404cd8, Yosys 0.63+post, stock flow scripts
make -C /OpenROAD-flow-scripts/flow DESIGN_CONFIG=/design/flow/config.mk WORK_HOME=/design/flow/orfs finish
### ./constraint.sdc
current_design APB_slave_interface

set clk_period 3.8
set clk_io_pct 0.2

create_clock -name clk0 -period $clk_period [get_ports {PCLK}]

set non_clock_inputs [all_inputs -no_clocks]
set_input_delay [expr $clk_period * $clk_io_pct] -clock clk0 $non_clock_inputs
set_output_delay [expr $clk_period * $clk_io_pct] -clock clk0 [all_outputs]
### ./config.mk
export PLATFORM = sky130hd
export DESIGN_NAME = APB_slave_interface
export DESIGN_NICKNAME = APB_slave_interface
export VERILOG_FILES = /design/flow/design.v
export SDC_FILE = /design/flow/constraint.sdc
export NUM_CORES = 4
export LEC_CHECK = 1
export CORE_UTILIZATION = 50
==> impl_metrics.py <==
# Flow results
metrics = {
    "worst_setup_path": {
        "crit_type": "in -> out",
        "cp-endpoint": "PRDATA_o[0]",
        "reg2reg_from": "spi_mode_o[0]",
        "start_kind": "input pin",
        "rr_endpoint": "SPI_DR[1]",
        "path_max_fanout": 8,
        "end_kind": "output port",
        "required_ps": 3040,
        "cp-startpoint": "PADDR_i[0]",
        "rr_worst_depth": 5,
        "cp.arrival_ps": 2640,
        "rrSetupSlack_ps": 1630,
    },
    "flow_run": {
        "maxCapViolCount": 0,
        "warnings": 28,
    },
    "min_path": {
        "hp-class": "reg -> reg",
        "hold_depth": 1,
    },
    "die": {
        "die_area_sq_um": 4740,
        "fp.dieH_um": 68.9,
        "core_area_sq_um": 4140,
        "num_rows": 23,
        "initCoreUtil_pct": 53.9,
        "ioPinCount": 60,
        "die.size.x_um": 68.9,
    },
    "run_status": {
        "status": "completed",
    },
    "logic_synthesis": {
        "postSynth.asyncResetShare_pct": 100,
        "yosys_cells": 195,
        "syn_area_per_cell_sq_um": 11.5,
        "most_common_cell": "dfrtp_1",
        "yosys_warnings": 4,
        "top_area_share_pct": 43.7,
        "top_cells_by_area": "dfrtp_1 (44%), mux2_2 (13%), xor2_1 (4.3%)",
        "synth_cell_types": 39,
        "yosys_most_used_dff": "dfrtp_1",
        "synthCells": 195,
        "common_cells": "dfrtp_1 (39), mux2_2 (25), nand2_1 (11), nor2_1 (11), xor2_1 (11)",
        "synth_chip_area_sq_um": 2230,
        "edf_count": 0,
        "ys_seq_share_pct": 46.0,
        "synth_flops": 41,
        "top_area_cell": "dfrtp_1",
        "synth_area_sq_um": 2230,
    },
    "clock_tree": {
        "clockBufferDepth": 2,
        "ctsRootBufferMaster": "clkbuf_8",
        "cts.clk_slew.worst_paths_ps": 70,
        "cts_sinks": 41,
        "ctsResizeCount": 0,
        "cts_hold_buffers": 0,
        "cts_setup_buffers": 0,
        "cts_tree": "yes",
        "cts_htree_levels": 2,
        "clock.latency.late_pin_ps": 290,
        "cts_buffers": 5,
    },
    "finish": {
        "fillCellCount": 290,
        "drive_gt1_share_pct": 22.0,
        "area_growth_pct": 33.0,
    },
    "power_and_ir_drop": {
        "ir_worst_vdd_mv": 0.385,
        "pwr_density_cell_nw_per_um2": 489,
        "p_leak_nw": 1.25,
    },
    "placement": {
        "gp_congestion": 0.905,
        "post-place-ws_ps": 421,
        "portBuffers": 59,
        "hpwl_um": 3790,
    },
    "detailed_routing": {
        "wl_per_cell_um": 16.7,
        "n_antenna_cell": 0,
        "routed_wl_um": 5170,
        "vias_per_cell": 5.83,
        "drcViolationCount": 0,
        "drt_iter0_drc": 82,
        "ant_nets": 0,
        "dr.pass1.iters": 4,
        "vias": 1801,
    },
    "global_routing": {
        "grt_pass1_wl_um": 8400,
        "grt_use_total_pct": 24.9,
        "grt_max_degree": 42,
        "grt_pass1_vias": 1761,
        "gr-total-overflow": 0,
        "antenna_found_initial": 0,
    },
    "sta": {
        "finalClockPeriodUsage_pct": 89.6,
        "tightestPinTransition_ps": 749,
        "fin_worst_skew_ps": 5.57,
        "fmax_ghz": 0.294,
        "fin_ws_ps": 397,
        "setup_violations": 0,
        "slew_headroom_pct": 49.8,
        "finalHoldViolCount": 0,
        "drv_slew": 0,
        "min_period_ps": 3400,
        "rsz0062_at_grt": "no",
        "tns_ps": 0,
    },
}
==> state kept, by name (all words and copies together) (netlist names) <==
signal / flops
SPI_CR_1: 8
SPI_CR_2: 3
SPI_DR: 8
mosi_data_o: 8
pre_state: 3
sample_recieve: 1
send_data_o: 1
spi_mode_o: 2
spiswai_o: 1
sppr_o: 3
spr_o: 3
==> cell type report <==
class | instances | area, sq um | share of cell area, %
clock inverter | 1 | 5.00 | 0.168
sequential | 41 | 1030 | 34.6
multi-input combinational | 140 | 1120 | 37.8
inverter | 3 | 11.3 | 0.379
timing repair buffer | 67 | 646 | 21.7
clock buffer | 7 | 96.3 | 3.24
tap | 50 | 62.6 | 2.10
==> layer usage <==
layer / up-vias / part of all wire [%] / GRT usage, %
met2: 82 / 45 / 38.5
met3: 7 / 8.0 / 5.17
met1: 870 / 46 / 39.0
met5: - / 0 / 0
met4: 0 / 0.87 / 2.55
li1: 842 / - / -
==> how the worst min path moves through the flow <==
| stage | start | end | slack, ps |
|---|---|---|---|
| after global routing | SPI_CR_1[6] | spi_mode_o[1] | 500 |
| after CTS | SPI_CR_1[6] | spi_mode_o[1] | 490 |
| final | SPI_CR_1[6] | spi_mode_o[1] | 490 |
==> critical path, cell delays in order <==
cell and delay (ps):
clkdlybuf4s50_1 570, buf_4 240, nor2b_1 220, a21oi_1 100
o21ai_0 130, nor2b_1 150, clkdlybuf4s50_1 470
==> per-stage QoR <==
| step | instance area, sq um | power, mW | utilization (%) | hold WS [ps] | instances |
|---|---|---|---|---|---|
| floorplan | 2230 | 0.958 | - | 449 | 195 |
| CTS | 2970 | 1.46 | 71.7 | 491 | 309 |
| detailed placement | 2870 | 1.15 | 69.3 | 478 | 301 |
| global placement | 2870 | 1.13 | 69.3 | 473 | 301 |
| finish | 2970 | 1.45 | 71.7 | 488 | 309 |
| global route | 2970 | 1.55 | 71.7 | 500 | 309 |
==> cells in the final DEF (no fill, tap or decap), types with 6 or more instances in the layout <==
master	n
nand2_1	11
o221a_2	6
clkdlybuf4s50_1	58
a21oi_1	9
o22a_1	8
dfrtp_1	39
mux2_2	25
xor2_1	11
nand3_1	9
buf_4	8
nor2b_1	6
nor2_1	11
clkbuf_8	7
==> kinds of logic (layout without fill, tap and decap cells) <==
group	count (synthesis)	in the layout	synth area share, %
DFF	41	41	46.0
adders and majority gates	3	3	1.68
buffers and inverters	14	78	3.69
xor gates and xnor gates	16	16	7.28
and+or+nand+nor	54	54	13.0
muxes	29	29	14.6
AOI/OAI and AO/OA	38	38	13.7
==> power by group <==
group | switching (mW) | internal (mW) | total, mW
sequential | 0.132 | 0.536 | 0.668
clock | 0.147 | 0.164 | 0.311
combinational | 0.169 | 0.304 | 0.474
total | 0.449 | 1.00 | 1.45
No activity file was given, so power comes from the tool's default toggle rates.
