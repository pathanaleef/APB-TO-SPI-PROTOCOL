--- flow/run.sh ---
#!/bin/bash
# OpenROAD 26Q1-2900-gdf79404cd8, Yosys 0.63+post, stock flow scripts
make -C /OpenROAD-flow-scripts/flow DESIGN_CONFIG=/design/flow/config.mk WORK_HOME=/design/flow/orfs finish
--- flow/config.mk ---
export PLATFORM = sky130hd
export DESIGN_NAME = spi_slave_select
export DESIGN_NICKNAME = spi_slave_select
export VERILOG_FILES = /design/flow/design.v
export SDC_FILE = /design/flow/constraint.sdc
export NUM_CORES = 4
export LEC_CHECK = 1
export CORE_AREA = 10 10 97 97
export DIE_AREA = 0 0 107 107
--- flow/constraint.sdc ---
current_design spi_slave_select

set clk_period 5.5
set clk_io_pct 0.2

create_clock -name clk0 -period $clk_period [get_ports {PCLK}]

set non_clock_inputs [all_inputs -no_clocks]
set_input_delay [expr $clk_period * $clk_io_pct] -clock clk0 $non_clock_inputs
set_output_delay [expr $clk_period * $clk_io_pct] -clock clk0 [all_outputs]
--- flow/design.v ---
module spi_slave_select(input PCLK,PRESET_n,mstr_i,spiswai_i,
			input[1:0] spi_mode_i,
			input send_data_i,
			input[11:0]BaudRateDivisor_i,
			output reg receive_data_o,ss_o,
			output tip_o);
reg [15:0]count_s;
wire [15:0]target_s;
reg rcv_s;
assign target_s=((BaudRateDivisor_i/2)*16);
assign tip_o=~ss_o;
always@(posedge PCLK or negedge PRESET_n)
begin
	if(!PRESET_n)
		receive_data_o<=1'b0;
	else
		receive_data_o<=rcv_s;
end
always@(posedge PCLK or negedge PRESET_n)
begin
	if(!PRESET_n)
		rcv_s<=1'b0;
	else if((!spiswai_i&&(spi_mode_i==2'b01) || (spi_mode_i==2'b00)) && mstr_i) 
	begin
		if(send_data_i)
			rcv_s<=1'b0;
		else if(count_s <= target_s-1'b1)
		begin
			if(count_s == target_s-1'b1)
				rcv_s<=1'b1;
			else
				rcv_s<=1'b0;
		end
		else rcv_s<=1'b0;
	end
else rcv_s<=1'b0;
end
always@(posedge PCLK or negedge PRESET_n)
begin
	if(!PRESET_n)
		ss_o<=1'b1;
	else
	begin
		if((!spiswai_i&&(spi_mode_i==2'b01) || (spi_mode_i==2'b00)) && mstr_i) 
		begin
			if(!send_data_i)
			begin
				if(count_s <= target_s-1'b1)
					ss_o<=1'b0;
				else
					ss_o<=1'b1;
			end
			else
				ss_o<=1'b0;
		end
		else
				ss_o<=1'b1;
	end
end
always@(posedge PCLK or negedge PRESET_n)
begin
	if(!PRESET_n)
		count_s<=16'hffff;
	else if((!spiswai_i&&(spi_mode_i==2'b01) || (spi_mode_i==2'b00)) && mstr_i) 
	begin
		if(send_data_i)
			count_s<=16'b0;
		else if(count_s <= target_s-1'b1)
			count_s<=count_s+1'b1;
		else
				count_s<=16'hffff;
		end
	else 
		count_s<=16'hffff;
end
endmodule
==> results.md <==
| Stage | Result | Reported |
|:---|:---|:---|
| logic synthesis | Flip-flops with a built-in enable | 0 |
| min path | Launch instance of the worst min-delay path | rcv_s$_DFF_PN0_ |
| layout | Filler instances | 799 |
| floorplanning | Die width | 107 microns |
| logic synthesis | Max-area cell share | 31.6% |
| pwr | Sequential fraction of design power | 43.8% |
| layout | Final instance area | 1770 sq um |
| pwr | Total power | 0.000357 W |
| sta | Worst-margin pin slew | 0.775 ns |
| run | Warning total across the stage logs | 26 |
| placement | Port Buffer Count | 20 |
| grt | Global-route wire length before repair | 5420 microns |
| min path | WHS Endpoint | receive_data_o$_DFF_PN0_ |
| setup path | Arrival time of the worst setup path | 4.06 ns |
| status | Outcome | finished, final reports clean |
| logic synthesis | Synth Warn # | 1 |
| grt | Pin count of the biggest net entering global routing | 20 |
| sta | Final setup skew | 0.00476 ns |
| sta | Upper clock frequency limit | 259 MHz |
| logic synthesis | Adder-cell area share of the yosys netlist | 12.4% |
| grt | Global Route met2 Usage | 7.46% |
| pwr | Net switching power figure | 0.000104 W |
| floorplanning | Die Footprint | 11400 sq um |
| cts | Clock sink count | 19 |
| drt | DRC marker count from the first detailed-route iteration | 44 |
| logic synthesis | Sequential cell area fraction in the yosys report | 35.2% |
| setup path | R2r worst-path depth | 6 |
| drt | DR vias/cell | 4.15 |
| floorplanning | Core Area | 7290 sq um |
| floorplanning | Number of rows created at floorplan | 31 |
| setup path | CP Capture Type | flop |
| logic synthesis | Dominant cell type by area after synthesis | sky130_fd_sc_hd__dfstp_2 |
| placement | HPWL after detailed placement | 2250 microns |
| logic synthesis | Mux cell area share | 0% |
| sta | Final clock period utilization by the worst path | 70.2% |
| cts | Clk latency late pin | 0.25 ns |
| drt | Via count | 1084 |
| grt | Vias in the first global route | 1129 |
| logic synthesis | Cells after Synth | 140 |
| logic synthesis | Top cell types by occurrence after synthesis | 17 x sky130_fd_sc_hd__dfstp_2, 15 x sky130_fd_sc_hd__a211o_1, 14 x sky130_fd_sc_hd__ha_1, 14 x sky130_fd_sc_hd__xnor2_1, 11 x sky130_fd_sc_hd__nand2_1 |
| drt | Count of unresolved DRC violations after routing | 0 |
| setup path | Beginning of the worst register-to-register path | count_s[7]$_DFF_PN1_ |
| drt | Routed wire length per instance | 11.5 microns |
| grt | Congestion Overflow GR | 0 |
| floorplanning | Ports placed on the boundary | 22 |
| setup path | Setup Crit Path Kind | in2reg |
| sta | Setup repair after global routing missed its margin | false |
| logic synthesis | Share of flip-flops with an asynchronous set or reset | 100% |
| setup path | Reg-to-reg critical path endpoint | count_s[0]$_DFF_PN1_ |
| layout | Share of cells above drive strength 1 | 17.9% |
| logic synthesis | Post-synthesis instance area | 1410 sq um |
| grt | Antenna violations before repair | 0 |
| logic synthesis | Synth Area in Simple Gates | 21.3% |
| setup path | Flop-to-flop setup slack | 3.36 ns |
| pwr | Lkg Pwr | 0.656 nW |
| sta | Fin Setup TNS | 0 ns |
| cts | Clk root buf | sky130_fd_sc_hd__clkbuf_8 |
| logic synthesis | Main flop type | sky130_fd_sc_hd__dfstp_2 |
| logic synthesis | Ys flops | 19 |
| run | MaxCap Viol Count | 0 |
| pwr | Combinational share of power | 29.5% |
| floorplanning | Die y size | 107 microns |
| logic synthesis | # Cells Yosys | 140 |
| logic synthesis | Post-synth cell types | 33 |
| logic synthesis | Cell area leaders | sky130_fd_sc_hd__dfstp_2 32%, sky130_fd_sc_hd__ha_1 12%, sky130_fd_sc_hd__a211o_1 9.3% |
| min path | Hold path cells | 0 |
| setup path | Data required time of the critical path | 5.69 ns |
| logic synthesis | Most frequent cell after synthesis | sky130_fd_sc_hd__dfstp_2 |
| setup path | Element type at the critical path start | input pin |
| sta | Final tally of hold violations | 0 |
| drt | Sum of routed wire length over all layers | 3000 microns |
| grt | Routing layer with the top usage in global route | met1 |
| cts | CTS tree | yes |
| pwr | Pint | 0.000254 W |
| cts | Resized cells post-CTS | 0 |
| pwr | VDD IR-drop max | 0.0689 mV |
| pwr | Power density of the placed cells | 202 nW/um^2 |
| pwr | Portion of total power attributed to the clock network | 26.6% |
| cts | Deepest level of the CTS H-tree | 1 |
| drt | ANT cells | 0 |
| cts | Post-CTS setup buffer count | 0 |
| cts | Number of hold buffers added after CTS | 0 |
| logic synthesis | AO/OA Area Share | 14.3% |
| grt | Met1 layer usage reported by global route | 8.90% |
| sta | Count of final setup violators | 0 |
| logic synthesis | Largest combinational cell category by area | simple AND/OR/NAND/NOR gates |
| placement | Total cell area at the placement stage | 1730 sq um |
| logic synthesis | Syn avg cell area | 10.1 sq um |
| sta | Worst slew slack as a fraction of its limit | 48.2% |
| logic synthesis | Fraction of synthesized cell area in xor and xnor cells | 14.3% |
| cts | Number of CTS-inserted buffers | 3 |
| layout | Area added between synthesis and finish | 25.3% |
| layout | Post-layout utilization of the core | 24.3% |
| cts | Clk slew on worst S/H paths | 0.07 ns |
| grt | Met3 usage in global routing | 1.82% |
| sta | Final Max Slew Viols | 0 |
| cts | Clock Tree Buf Depth | 2 |
| drt | Antenna Violating Nets Remaining | 0 |
| grt | Combined global-route utilization of all metal layers | 5.68% |
| logic synthesis | Area figure in the yosys stat output | 1410 sq um |
| setup path | Largest driver fanout on the critical path | 17 |
| min path | Min-Delay Path Class | reg2reg |
| floorplanning | FP Util | 19.4% |
| sta | Final critical-path required period | 3.86 ns |
| pwr | Switching part of the total | 29.0% |
| placement | Routability cong. | 0.801 |
| drt | Iteration tally of the first detailed-router pass | 4 |
==> sequential cells by signal, summed over array words and instances, names as in the netlist <==
signal	count
rcv_s	1
receive_data_o	1
ss_o	1
count_s	16
==> critical path, cell delays in order <==
cell and delay [ns]:
sky130_fd_sc_hd__clkdlybuf4s50_1 0.47, sky130_fd_sc_hd__nor4_1 0.37, sky130_fd_sc_hd__nand2_1 0.14, sky130_fd_sc_hd__nor4_1 0.26, sky130_fd_sc_hd__xnor2_1 0.13, sky130_fd_sc_hd__ha_1 0.32
sky130_fd_sc_hd__nand4_2 0.14, sky130_fd_sc_hd__nor2_1 0.16, sky130_fd_sc_hd__a221oi_2 0.09, sky130_fd_sc_hd__a211oi_4 0.65, sky130_fd_sc_hd__or3_1 0.21
==> routing by layer <==
layer / routed length, microns / up-vias
met2: 1140 / 23
li1: - / 556
met1: 1630 / 503
met5: 0 / -
met3: 196 / 2
met4: 27 / 0
==> logic make-up after synthesis <==
kind of cell	count (synthesis)
adder cells (fa/ha/maj)	14
XOR/XNOR	23
AND-OR/OR-AND	24
AND/OR/NAND/NOR	52
flip-flops	19
buffers and inverters	8
==> power groups by stage <==
stage | Sequential (W) | Combinational [W] | Clock (W)
5_1_grt | 0.000158 | 0.000121 | 0.000107
4_1_cts | 0.000157 | 0.000106 | 0.000100
6_report | 0.000157 | 0.000105 | 0.0000951
==> cells in the final DEF (no fill, tap or decap) <==
cell	n
sky130_fd_sc_hd__a211o_1	15
sky130_fd_sc_hd__a211oi_4	1
sky130_fd_sc_hd__a21oi_1	5
sky130_fd_sc_hd__a221oi_2	1
sky130_fd_sc_hd__and3_1	2
sky130_fd_sc_hd__and3_2	1
sky130_fd_sc_hd__and4_2	1
sky130_fd_sc_hd__buf_4	1
sky130_fd_sc_hd__clkbuf_1	1
sky130_fd_sc_hd__clkbuf_8	3
sky130_fd_sc_hd__clkdlybuf4s50_1	20
sky130_fd_sc_hd__clkinv_1	1
sky130_fd_sc_hd__dfrtp_1	2
sky130_fd_sc_hd__dfstp_2	17
sky130_fd_sc_hd__ha_1	14
sky130_fd_sc_hd__inv_1	4
sky130_fd_sc_hd__nand2_1	11
sky130_fd_sc_hd__nand2b_1	1
sky130_fd_sc_hd__nand3_1	6
sky130_fd_sc_hd__nand3b_1	2
sky130_fd_sc_hd__nand4_1	5
sky130_fd_sc_hd__nand4_2	1
sky130_fd_sc_hd__nor2_1	10
sky130_fd_sc_hd__nor3_1	2
sky130_fd_sc_hd__nor3_4	1
sky130_fd_sc_hd__nor3b_1	1
sky130_fd_sc_hd__nor4_1	2
sky130_fd_sc_hd__nor4_2	1
sky130_fd_sc_hd__o21ai_1	2
sky130_fd_sc_hd__or2_1	1
sky130_fd_sc_hd__or3_1	2
sky130_fd_sc_hd__or3_4	1
sky130_fd_sc_hd__or4_1	1
sky130_fd_sc_hd__xnor2_1	14
sky130_fd_sc_hd__xor2_1	9
==> metrics by stage <==
step	setup WS [ns]	hold WS, ns	std cells
final	1.64	0.350	261
after global routing	1.39	0.370	261
after global placement	1.38	0.336	257
after floorplan	2.21	0.331	140
after CTS	1.62	0.353	261
after detailed placement	1.37	0.337	257
==> layout make-up <==
type | count | area (sq um) | share of cell area, %
Sequential cell | 19 | 497 | 28.1
Clock buffer | 4 | 45.0 | 2.54
Tap cell | 99 | 124 | 7.00
Multi-Input combinational cell | 113 | 878 | 49.6
Inverter | 5 | 18.8 | 1.06
Timing Repair Buffer | 21 | 208 | 11.7
==> worst max-delay path by stage <==
stage	startpoint	endpoint	slack [ns]	cells past startpoint
4_1_cts	BaudRateDivisor_i[3]	count_s[0]$_DFF_PN1_	1.62	11
6_report	BaudRateDivisor_i[3]	count_s[0]$_DFF_PN1_	1.64	11
5_1_grt	BaudRateDivisor_i[3]	count_s[0]$_DFF_PN1_	1.39	11
No activity file was given, so power comes from the tool's default toggle rates.
